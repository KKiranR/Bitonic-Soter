[design/flow/config.mk]
export PLATFORM = sky130hd
export DESIGN_NAME = full_CAE
export DESIGN_NICKNAME = full_CAE
export VERILOG_FILES = /design/flow/design.v
export SDC_FILE = /design/flow/constraint.sdc
export NUM_CORES = 4
export LEC_CHECK = 1
export CORE_UTILIZATION = 40
[design/flow/constraint.sdc]
current_design full_CAE

set clk_period 156.1
set clk_io_pct 0.2

create_clock -name clk0 -period $clk_period [get_ports {clk}]

set non_clock_inputs [all_inputs -no_clocks]
set_input_delay [expr $clk_period * $clk_io_pct] -clock clk0 $non_clock_inputs
set_output_delay [expr $clk_period * $clk_io_pct] -clock clk0 [all_outputs]
[design/flow/design.v]
module compare_and_exchange(
    input [31:0] i1,
    input [31:0] i2,
    input dir,
    input clk,
    input reset,
    input enable,
    output [31:0] o1,
    output  [31:0] o2
    );
    reg [31:0]r1;
    reg [31:0]r2;
   always @(posedge clk)
   begin
   if(reset==0)
   begin
           if(enable==1)
            begin
                 if(dir==1)
                     begin
                        if (i1<i2)
                            begin
                                 r1 <= i1;
                                 r2 <= i2;
                            end
                        else
                             begin
                                 r1 <= i2;
                                 r2 <= i1;
                             end
                       end
                 else if(dir==0)  
                     begin
                        if (i1>i2)
                            begin
                             r1 <= i1;
                             r2 <= i2;
                            end
                        else
                             begin
                                 r1 <= i2;
                                 r2 <= i1;
                              end
                      end
            end
    else if (reset==1)
    begin
    r1<=32'b0;
    r2<=32'b0;
    end
    end
    end
    assign o2=r2; 
  assign o1=r1;
endmodule
module BM4_CAE(
    input [31:0] i1,
    input [31:0] i2,
    input [31:0] i3,
    input [31:0] i4,
    input dir,
    input clk,
    input reset,
    input enable,
    output [31:0] o1,
    output [31:0] o2,
    output [31:0] o3,
    output [31:0] o4
    );
    wire [31:0]r1,r2,r3,r4,r5,r6,r7,r8,r9,r10,r11,r12,r13,r14;
           compare_and_exchange cae1(i1[31:0],i2[31:0],dir,clk,reset,enable,r1,r2);
           compare_and_exchange cae2(i3[31:0],i4[31:0],dir,clk,reset,enable,r3,r4);
           compare_and_exchange cae3(r1[31:0],r4[31:0],dir,clk,reset,enable,r5,r8);
           compare_and_exchange cae4(r2[31:0],r3[31:0],dir,clk,reset,enable,r6,r7);
           compare_and_exchange cae5(r5[31:0],r6[31:0],dir,clk,reset,enable,r11,r13);
           compare_and_exchange cae6(r7[31:0],r8[31:0],dir,clk,reset,enable,r12,r14); 
           assign o1=r11;
           assign o2=r12;
           assign o3=r13;
           assign o4=r14;
    endmodule
module BM8_CAE(
        input [31:0] i1,
        input [31:0] i2,
        input [31:0] i3,
        input [31:0] i4,
        input [31:0] i5,
        input [31:0] i6,
        input [31:0] i7,
        input [31:0] i8,
        input dir,
        input clk,
        input reset,
        input enable,
        output [31:0] o1,
        output [31:0] o2,
        output [31:0] o3,
        output [31:0] o4,
        output [31:0] o5,
        output [31:0] o6,
        output [31:0] o7,
        output [31:0] o8
        );
      wire [31:0] r1,r2 ,r3,r4,r5,r6,r7,r8,r9,r10,r11,r12,r13,r14,r15,r16,r17,r18,r19,r20,r21,r22,r23,r24;   
         compare_and_exchange cae1(i1[31:0],i8[31:0],dir,clk,reset,enable,r1,r8);
         compare_and_exchange cae2(i2[31:0],i7[31:0],dir,clk,reset,enable,r2,r7);
         compare_and_exchange cae3(i3[31:0],i6[31:0],dir,clk,reset,enable,r3,r6);
         compare_and_exchange cae4(i4[31:0],i5[31:0],dir,clk,reset,enable,r4,r5);
         compare_and_exchange cae6(r1[31:0],r3[31:0],dir,clk,reset,enable,r9,r10); 
         compare_and_exchange cae7(r2[31:0],r4[31:0],dir,clk,reset,enable,r11,r12); 
         compare_and_exchange cae8(r5[31:0],r7[31:0],dir,clk,reset,enable,r13,r14);
         compare_and_exchange cae9(r6[31:0],r8[31:0],dir,clk,reset,enable,r15,r16);
         compare_and_exchange cae10(r9[31:0],r11[31:0],dir,clk,reset,enable,r17,r18); 
         compare_and_exchange cae11(r10[31:0],r12[31:0],dir,clk,reset,enable,r19,r20);
         compare_and_exchange cae12(r13[31:0],r15[31:0],dir,clk,reset,enable,r21,r22); 
         compare_and_exchange cae13(r14[31:0],r16[31:0],dir,clk,reset,enable,r23,r24);  
        assign o1=r17;
        assign o2=r18;
        assign o3=r19;
        assign o4=r20;
        assign o5=r21;
        assign o6=r22;
        assign o7=r23;
        assign o8=r24;
      endmodule
module full_CAE(
input [31:0] i1,
input [31:0] i2,
input [31:0] i3,
input [31:0] i4,
input [31:0] i5,
input [31:0] i6,
input [31:0] i7,
input [31:0] i8,
input dir,
input clk,
input reset,
input enable,
output [31:0] o1,
output [31:0] o2,
output [31:0] o3,
output [31:0] o4,
output [31:0] o5,
output [31:0] o6,
output [31:0] o7,
output [31:0] o8
);
wire [31:0] r1,r2 ,r3,r4,r5,r6,r7,r8,r9,r10,r11,r12,r13,r14,r15,r16,r17,r18,r19,r20,r21,r22,r23,r24;
compare_and_exchange cae1(i1[31:0],i2[31:0],dir,clk,reset,enable,r1,r2);
compare_and_exchange cae2(i3[31:0],i4[31:0],dir,clk,reset,enable,r3,r4);
compare_and_exchange cae3(i5[31:0],i6[31:0],dir,clk,reset,enable,r5,r6);
compare_and_exchange cae4(i7[31:0],i8[31:0],dir,clk,reset,enable,r7,r8);
BM4_CAE a1(r1,r2,r3,r4,dir,clk,reset,enable,r9,r10,r11,r12);
BM4_CAE a2(r5,r6,r7,r8,dir,clk,reset,enable,r13,r14,r15,r16);
BM8_CAE a3(r9,r10,r11,r12,r13,r14,r15,r16,dir,clk,reset,enable,r17,r18,r19,r20,r21,r22,r23,r24);
assign o1=r17;
assign o2=r18;
assign o3=r19;
assign o4=r20;
assign o5=r21;
assign o6=r23;
assign o7=r22;
assign o8=r24;
endmodule
[design/flow/run.sh]
#!/bin/bash
# OpenROAD 26Q1-2900-gdf79404cd8, Yosys 0.63+post, stock flow scripts
make -C /OpenROAD-flow-scripts/flow DESIGN_CONFIG=/design/flow/config.mk WORK_HOME=/design/flow/orfs finish
==> impl_metrics.tcl <==
# yosys + openroad results
set metrics [dict create \
    timing_hold_violations_final 0 \
    row_count 183 \
    pwr_density_cell_nw_per_um2 10.9 \
    hold_path_startpoint "a3.cae7.r1[7]" \
    stage_log_warnings 32 \
    core_um2 249000 \
    antenna_violating_nets_post_route 0 \
    routed_wl_mm 266 \
    combinational_share_of_power 0.155 \
    cts.root.buffer_cell "sky130_fd_sc_hd__clkbuf_16" \
    maximum_vdd_ir_drop_mv 0.0107 \
    insertion_delay_of_the_later_clocked_pin_in_the_worst_skew_pair_ns 0.85 \
    clk_transition_reported_paths_ns 0.06 \
    buffer_ports.inserted 515 \
    maxSlewViolCount 0 \
    number_of_enable_flip_flop_cells 1792 \
    largest_fanout_on_the_critical_path 62 \
    rsz0062_at_grt "no" \
    final_gp_congestion 0.957 \
    max-cap-violations 0 \
    cts-buffers-inserted 194 \
    wl_per_cell_um 23.7 \
    total_power_mw 1.25 \
    tns_ns 0 \
    detail_route.drc_violations 0 \
    place_ws_ns 119.28 \
    ctsHtreeMaxLevel 4 \
    power_switching_uw 316 \
    worst_setup_end_kind "register" \
    internal_power_contribution_uw 934 \
    timing.critical_path.arrival_ns 36.32 \
    max_slew_margin 0.364 \
    grt_start_max_net_pins 133 \
    detail_route.first_pass.iterations 6 \
    die-height_um 503 \
    drive_gt1_frac 0.269 \
    area_share_of_the_leading_cell_type_in_the_synthesized_netlist 0.537 \
    area_leaders "sky130_fd_sc_hd__edfxtp_1 54%, sky130_fd_sc_hd__mux2_2 18%, sky130_fd_sc_hd__ha_1 11%, sky130_fd_sc_hd__inv_1 3.4%, sky130_fd_sc_hd__buf_6 1.7%" \
    switching_share 0.253 \
    min-delay-path-class "register to register" \
    drt_first_iter_violations 3214 \
    clkSinkCount 1792 \
    finalCritPeriodShare 0.230 \
    mappedNetlistArea_um2 100000 \
    synth_top_flop_cell "sky130_fd_sc_hd__edfxtp_1" \
    regToRegStartpoint "a1.cae5.r1[21]" \
    grt_use_total 0.224 \
    postSynthAreaPerCell_um2 14.1 \
    hpwlAfterDp_mm 213 \
    yosys_warnings 1 \
    finalSetupViolCount 0 \
    finalClockSkew_ns 0.0446 \
    start_kind "input pin" \
    cp-startpoint "enable" \
    synth-async-reset-ratio 0 \
    first_global_vias 58226 \
    cts_resized 0 \
    grt_antenna_before_repair 2 \
    seq_area_frac_synth 0.537 \
    seq_power_share 0.482 \
    cellLeakagePower_nw 45.0 \
    clock.fmax_mhz 27.9 \
    post-synth-top-area-cell "sky130_fd_sc_hd__edfxtp_1" \
    layout_setup_ws_ns 120.23 \
    power.share.clock 0.364 \
    post_synthesis_cell_count 7125 \
    yosys_cells 7125 \
    io_pins 516 \
    holdBufCountCts 0 \
    synth_chip_area_um2 100000 \
    viasPerCell 5.23 \
    initial_utilization 0.403 \
    cts_post_setup_buffers_inserted 0 \
    cp_data_required_time_ns 156.54 \
    cts_tree "yes" \
    cts_buffer_depth 3 \
    postSynthRegisterBits 1792 \
    final.min_clock_period_ns 35.87 \
    r2r_setup_slack_ns 151.38 \
    synth.distinct_cells 63 \
    dr_total_vias 58696 \
    run_status "finished, final reports clean" \
    grt_first_pass_wirelength_mm 386 \
    design.die.area_um2 253000 \
    timing.setup.critical_path_class "input pin to register" \
    area.growth.synth_to_final_pct 14.6 \
    grt_remaining_overflow 0 \
    dieWidth_um 503 \
    max_slew.worst_pin.slew_ns 0.950 \
]
[power by group through the flow]
| stage | Sequential (mW) | Clock (mW) | Combinational [mW] |
|---|---|---|---|
| final | 0.602 | 0.454 | 0.193 |
| after global routing | 0.606 | 0.483 | 0.213 |
| after CTS | 0.602 | 0.466 | 0.195 |
[final timing paths]
| kind | to | cells past startpoint |
|---|---|---|
| setup / recovery | a3.cae10.r1[25] | 8 |
| hold / removal | a3.cae10.r1[7] | 1 |
| setup reg to reg | a3.cae1.r2[25] | 11 |
| hold reg to reg | a3.cae10.r1[7] | 1 |
[per-layer routing]
| metal | track usage | up-vias | wire [um] |
|---|---|---|---|
| met5 | 0 | - | 13 |
| met4 | 0.0520 | 2 | 7620 |
| met3 | 0.0916 | 339 | 26500 |
| met2 | 0.304 | 2020 | 109000 |
| met1 | 0.353 | 27976 | 123000 |
| li1 | - | 28359 | - |
[area by class of cell]
type	count	area [um^2]
Fill cell	21248	134000
Timing Repair Buffer	618	5950
Tap cell	3330	4170
Clock inverter	122	1270
Inverter	908	3410
Antenna cell	2	5.00
Sequential cell	1792	53800
Multi-Input combinational cell	4227	41100
Clock buffer	233	5060
[cell usage after synthesis (28+ instances only)]
cell type and number:
sky130_fd_sc_hd__a2111oi_0 31, sky130_fd_sc_hd__a211oi_1 28, sky130_fd_sc_hd__a21o_1 174, sky130_fd_sc_hd__a21oi_1 307, sky130_fd_sc_hd__a221o_1 30, sky130_fd_sc_hd__a221oi_1 39
sky130_fd_sc_hd__a22oi_1 39, sky130_fd_sc_hd__buf_6 151, sky130_fd_sc_hd__edfxtp_1 1792, sky130_fd_sc_hd__ha_1 896, sky130_fd_sc_hd__inv_1 907, sky130_fd_sc_hd__mux2_1 52
sky130_fd_sc_hd__mux2_2 1577, sky130_fd_sc_hd__mux2_4 88, sky130_fd_sc_hd__nand2_1 215, sky130_fd_sc_hd__nand3_1 36, sky130_fd_sc_hd__nand4_1 180, sky130_fd_sc_hd__nor2_1 115
sky130_fd_sc_hd__nor2b_1 29, sky130_fd_sc_hd__nor4_1 48, sky130_fd_sc_hd__o211ai_1 48, sky130_fd_sc_hd__o21ai_0 87, sky130_fd_sc_hd__o21ai_1 28
[per-stage QoR]
| stage | cells | hold WS [ns] | area (um^2) | util |
|---|---|---|---|---|
| after global placement | 10875 | 0.594 | 108000 | 0.436 |
| after global routing | 11231 | 0.628 | 115000 | 0.461 |
| after CTS | 11230 | 0.609 | 115000 | 0.461 |
| after floorplan | 7125 | 0.547 | 100000 | - |
| final | 11232 | 0.601 | 115000 | 0.461 |
| after detailed placement | 10875 | 0.590 | 108000 | 0.436 |
[worst max-delay path: stages]
cell	delay, ns
sky130_fd_sc_hd__clkdlybuf4s50_1	0.45
sky130_fd_sc_hd__nor2b_4	0.39
sky130_fd_sc_hd__buf_4	0.70
sky130_fd_sc_hd__buf_4	0.73
sky130_fd_sc_hd__buf_4	0.62
sky130_fd_sc_hd__buf_4	0.65
sky130_fd_sc_hd__buf_4	0.69
sky130_fd_sc_hd__buf_4	0.75
[layout by cell type, fill, tap and decap left out, drive strengths merged, types with 104 or more instances in the layout]
master / instances
a21o: 174
a21oi: 312
buf: 104
clkbuf: 233
clkdlybuf4s50: 514
edfxtp: 1792
ha: 896
inv: 913
mux2: 1717
nand2: 215
nand4: 181
nor2: 116
o21ai: 116
[kinds of logic (layout without fill, tap and decap cells)]
| kind of cell | count (synthesis) | count (layout) | synth area share |
|---|---|---|---|
| flip-flops | 1792 | 1792 | 0.537 |
| multiplexers | 1746 | 1746 | 0.201 |
| buffers and inverters | 1106 | 1881 | 0.0540 |
| adder cells (fa/ha/maj) | 896 | 896 | 0.112 |
| AND-OR/OR-AND | 896 | 896 | 0.0604 |
| AND/OR/NAND/NOR | 688 | 688 | 0.0353 |
| XOR/XNOR | 1 | 1 | 0.0000874 |
| other | 0 | 2 | 0 |
